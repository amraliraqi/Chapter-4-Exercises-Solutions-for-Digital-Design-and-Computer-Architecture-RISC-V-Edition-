==> flow/design.v <==
module ex4_30_Mode (
	input clk, rst, P, R,
	output M);
       parameter S0 = 1'b0;
       parameter S1 = 1'b1;
       reg next_state, current_state;
       always @(posedge clk or posedge rst) begin
       	if (rst) 
       		current_state <= S0;
       	else
       		current_state <= next_state;
       end
       always @(*) begin
       	case(current_state)
       		S0: if (P) 
       			    next_state=S1;
       			else 
       				next_state=S0;
       		S1: if (R) 
       			    next_state=S0;
       			else 
       				next_state=S1;       			
        endcase
       end
       assign M = current_state==S0 ? 1'b0 : 1'b1;
endmodule       
module ex4_30_Lights (
	input clk, rst, M, TA, TB,
	output reg [1:0] LA, LB);   
         parameter S0 = 2'b00;
         parameter S1 = 2'b01;
         parameter S2 = 2'b10;
         parameter S3 = 2'b11;
         reg [1:0] current_state, next_state;
         always @(posedge clk or posedge rst) begin
         	if (rst) 
         		current_state <= S0;
         	else 
         		current_state <= next_state;
         end
         always @(*) begin
         	case(current_state)
         		S0: if (TA) 
       			    next_state=S0;
       			else 
       				next_state=S1;
       		    S1: next_state=S2;
         		S2: if (TB|M) 
       			    next_state=S2;
       			else 
       				next_state=S3;
       		    S3: next_state=S0;
         	endcase
         end
         always @(*) begin
         	case(current_state)
         		S0: {LA,LB}=4'b00_10;
         		S1: {LA,LB}=4'b01_10;
         		S2: {LA,LB}=4'b10_00;
         		S3: {LA,LB}=4'b10_01;
         	endcase
         end
endmodule         
module ex4_30_controller (
	input clk, rst, TA, TB, P, R,
	output  [1:0] LA, LB); 
           wire M;
           ex4_30_Mode ex4_30_Mode(clk, rst, P, R, M);
           ex4_30_Lights ex4_30_Lights(clk, rst, M, TA, TB, LA, LB);
endmodule            
==> flow/run.sh <==
#!/bin/bash
# OpenROAD 26Q1-2900-gdf79404cd8, Yosys 0.63+post, stock flow scripts
make -C /OpenROAD-flow-scripts/flow DESIGN_CONFIG=/design/flow/config.mk WORK_HOME=/design/flow/orfs finish
==> flow/config.mk <==
export PLATFORM = sky130hd
export DESIGN_NAME = ex4_30_controller
export DESIGN_NICKNAME = ex4_30_controller
export VERILOG_FILES = /design/flow/design.v
export SDC_FILE = /design/flow/constraint.sdc
export NUM_CORES = 4
export LEC_CHECK = 1
export CORE_AREA = 10 10 70 70
export DIE_AREA = 0 0 80 80
==> flow/constraint.sdc <==
current_design ex4_30_controller

set clk_period 1.2
set clk_io_pct 0.2

create_clock -name clk0 -period $clk_period [get_ports {clk}]

set non_clock_inputs [all_inputs -no_clocks]
set_input_delay [expr $clk_period * $clk_io_pct] -clock clk0 $non_clock_inputs
set_output_delay [expr $clk_period * $clk_io_pct] -clock clk0 [all_outputs]
==> flow_metrics.tcl <==
# place-and-route summary
set metrics [dict create \
    grt_pass1_vias 194 \
    ant_nets 0 \
    overflow 0 \
    power_uw 400.0 \
    num_io_pins 10 \
    warnings 27 \
    ys_sh_mux_pct 4.969 \
    cts_sinks 5 \
    p_leak_nw 0.2132 \
    netlist.area_leader.share_pct 49.69 \
    top_cells_by_area "dfrtp_1 50%, dfstp_2 13%, mux2i_1 5.0%, nand2b_2 4.3%, or2_4 4.3%" \
    core_area_um2 3416 \
    rows 21 \
    yosys_most_used_dff "dfrtp_1" \
    hold_slack_ns 0.1957 \
    setup_violations 3 \
    worstMarginPinSlew_ns 0.1895 \
    yosysWarnings 2 \
    drt_first_pass_iters 2 \
    antenna_found_initial 0 \
    fmax_ghz 0.7376 \
    cp-end-kind "output port" \
    yosys.area.top_type "dfrtp_1" \
    cp.arrival_ns 1.12 \
    nFillCells 392 \
    cp-start-kind "flip-flop" \
    common_cells "4 x dfrtp_1, 2 x clkbuf_1, 2 x inv_1" \
    worst_slack_ns -0.1557 \
    htreeDepth 1 \
    drt-initial-drc-count 4 \
    clk_latency_ns 0.24 \
    finalHoldViolCount 0 \
    edf_count 0 \
    grt_usage_pct 1.834 \
    chipArea_um2 6400 \
    simple_gate_share_pct 18.63 \
    viasPerCell 2.136 \
    aoi_share_pct 6.211 \
    fp_util_pct 5.897 \
    topCombFamilyByArea "simple AND/OR/NAND/NOR gates" \
    dp_hpwl_um 447.2 \
    ys_sh_xor_pct 0 \
    rsz0062_at_grt "yes" \
    most_common_cell "dfrtp_1" \
    dp_cells 72 \
    cts-root-buf "clkbuf_4" \
    worstSetupPathType "reg -> out" \
    hold_path.class "in -> async" \
    antennaDiodeCount 0 \
    p_per_area_nw_per_um2 929.3 \
    fin_worst_skew_ns 0.003428 \
    synth_seq_share_pct 62.73 \
    cts_buffers 3 \
    place.gp.congestion 0.7150 \
    max-clock-path-buffers 2 \
    synth_adder_area_share_pct 0 \
    yosys-stat-area_um2 201.4 \
    io_buffer_count 9 \
    max-slew-margin-rel_pct 87.35 \
    synth_area_um2 201.4 \
    chipWidth_um 80 \
    setup_tns_ns -0.4302 \
    report.final.slew_viol_count 0 \
    syn_inst 17 \
    cap_violations 0 \
    avgSynthCellArea_um2 11.85 \
    grt_start_max_net_pins 6 \
    wl_per_cell_um 7.235 \
    drive_above_1_share_pct 40.00 \
    finalNonFillerCells 81 \
    die.size.y_um 80 \
    fin_crit_ns 1.356 \
    status "complete, but fails checks" \
    async_flop_share_pct 100.0 \
    cts_tree "done" \
    areaGrowthSynthToFinish_pct 113.7 \
    worstPathMaxFanout 2 \
    grt_pass1_wl_um 876 \
    ys_ff 5 \
    critical_path_required_ns 0.96 \
    ys_cells 17 \
    violations "setup timing" \
    synth.distinct_cells 12 \
    pre_cts_slack_ns -0.1672 \
    drc 0 \
    clk_pin_slew_ns 0.05 \
    peakVddDrop_mv 0.3727 \
    post-route-period-util_pct 113.0 \
    num_vias 173 \
    drt-total-wl_um 586 \
]
-- placed cells by master (no fill, tap or decap) --
| master | n |
|---|---|
| mux2i_1 | 1 |
| buf_6 | 3 |
| nor3b_1 | 1 |
| o21ai_0 | 1 |
| nand2b_4 | 1 |
| nor2b_1 | 1 |
| dlygate4sd2_1 | 3 |
| a21o_1 | 1 |
| buf_4 | 5 |
| dfstp_2 | 1 |
| dfrtp_1 | 4 |
| clkbuf_1 | 1 |
| clkbuf_4 | 3 |
| nand2b_1 | 1 |
| inv_1 | 2 |
| or2_4 | 1 |
| clkdlybuf4s50_1 | 5 |
-- layout make-up --
class,instances,area [µm²],share of cell area (%)
clock buffer,4,26.28,6.105
multi-input combinational,8,65.06,15.12
tap,46,57.56,13.37
inverter,2,7.507,1.744
timing repair buffer,16,147.6,34.30
sequential,5,126.4,29.36
-- final timing paths --
path / start / to / slack [ns] / depth (start not counted)
min in group clk0: ex4_30_Mode.current_state$_DFF_PP0_ / ex4_30_Lights.current_state[3]$_DFF_PP0_ / 0.50 / 1
max reg2reg: ex4_30_Lights.current_state[3]$_DFF_PP0_ / ex4_30_Lights.current_state[0]$_DFF_PP1_ / 0.25 / 4
max in group asynchronous: rst / ex4_30_Lights.current_state[0]$_DFF_PP1_ / 0.76 / 2
min reg2reg: ex4_30_Mode.current_state$_DFF_PP0_ / ex4_30_Lights.current_state[3]$_DFF_PP0_ / 0.50 / 1
max: ex4_30_Lights.current_state[1]$_DFF_PP0_ / LB[1] / -0.16 / 4
min: rst / ex4_30_Lights.current_state[2]$_DFF_PP0_ / 0.20 / 2
-- through the flow --
step / utilization, % / cell area [µm²]
floorplan: - / 201.4
global placement: 10.44 / 356.6
detailed placement: 10.44 / 356.6
CTS: 12.20 / 416.7
global route: 12.60 / 430.4
finish: 12.60 / 430.4
-- critical path, stage by stage, from the launching register on --
cell      delay [ns]
dfrtp_1         0.37
or2_4           0.26
buf_6           0.12
nand2b_4        0.05
buf_6           0.07
-- sequential cells by signal, summed over array words and instances (netlist names) --
name                         count
ex4_30_Lights.current_state      4
ex4_30_Mode.current_state        1
-- per-layer routing --
layer | routed length (µm) | GRT usage (%)
met4 | 0 | 0.3521
met1 | 336 | 2.545
met3 | 128 | 2.386
met5 | 0 | 0
met2 | 120 | 1.445
-- power breakdown --
group	total [mW]	switching [mW]	leakage [nW]	internal, mW
sequential	0.176	0.00375	0.0639	0.173
clock	0.199	0.0729	0.0150	0.126
combinational	0.0246	0.00758	0.134	0.0171
-- logic make-up after synthesis --
family / Yosys count
multiplexers: 1
AND-OR/OR-AND: 2
AND/OR/NAND/NOR: 5
buffers and inverters: 4
flip-flops: 5
-- timing repair --
action | 4_1_cts | 5_1_grt
gates cloned | 0 | 0
setup endpoints to repair | 4 | 3
hold buffers | 0 | 0
gates resized | 9 | 1
pin swaps | 1 | 1
setup buffers | 4 | 1
No activity file was given, so power comes from the tool's default toggle rates.
