## flow/run.sh

```bash
#!/bin/bash
# OpenROAD 26Q1-2900-gdf79404cd8, Yosys 0.63+post, stock flow scripts
make -C /OpenROAD-flow-scripts/flow DESIGN_CONFIG=/design/flow/config.mk WORK_HOME=/design/flow/orfs finish
```

## flow/config.mk

```make
export PLATFORM = sky130hd
export DESIGN_NAME = ex_14
export DESIGN_NICKNAME = ex_14
export VERILOG_FILES = /design/flow/design.v
export SDC_FILE = /design/flow/constraint.sdc
export NUM_CORES = 4
export LEC_CHECK = 1
export CORE_AREA = 10 10 70 70
export DIE_AREA = 0 0 80 80
```

## flow/constraint.sdc

```tcl
current_design ex_14

set clk_period 1.6
set clk_io_pct 0.2

create_clock -name clk0 -period $clk_period

set non_clock_inputs [all_inputs -no_clocks]
set_input_delay [expr $clk_period * $clk_io_pct] -clock clk0 $non_clock_inputs
set_output_delay [expr $clk_period * $clk_io_pct] -clock clk0 [all_outputs]
```

## flow/design.v

```verilog
module ex_13 (
	input [1:0] x,
	output reg [3:0] y);
     always @(*)
     	case(x)
     	0: y=4'b0001;
     	1: y=4'b0010;
     	2: y=4'b0100;
     	3: y=4'b1000;
     	default: y=4'b000;
     	endcase
endmodule
module ex_14 (
	input [5:0] a,
	output [63:0] y );
     wire [11:0] y2_4;
     ex_13 DU0 (a[1:0], y2_4[3:0]);
     ex_13 DU1 (a[3:2], y2_4[7:4]);
     ex_13 DU2 (a[5:4], y2_4[11:9]);
assign y[0] = y2_4[0] & y2_4[4] & y2_4[8];
assign y[1] = y2_4[1] & y2_4[4] & y2_4[8];
assign y[2] = y2_4[2] & y2_4[4] & y2_4[8];
assign y[3] = y2_4[3] & y2_4[4] & y2_4[8];
assign y[4] = y2_4[0] & y2_4[5] & y2_4[8];
assign y[5] = y2_4[1] & y2_4[5] & y2_4[8];
assign y[6] = y2_4[2] & y2_4[5] & y2_4[8];
assign y[7] = y2_4[3] & y2_4[5] & y2_4[8];
assign y[8] = y2_4[0] & y2_4[6] & y2_4[8];
assign y[9] = y2_4[1] & y2_4[6] & y2_4[8];
assign y[10] = y2_4[2] & y2_4[6] & y2_4[8];
assign y[11] = y2_4[3] & y2_4[6] & y2_4[8];
assign y[12] = y2_4[0] & y2_4[7] & y2_4[8];
assign y[13] = y2_4[1] & y2_4[7] & y2_4[8];
assign y[14] = y2_4[2] & y2_4[7] & y2_4[8];
assign y[15] = y2_4[3] & y2_4[7] & y2_4[8];
assign y[16] = y2_4[0] & y2_4[4] & y2_4[9];
assign y[17] = y2_4[1] & y2_4[4] & y2_4[9];
assign y[18] = y2_4[2] & y2_4[4] & y2_4[9];
assign y[19] = y2_4[3] & y2_4[4] & y2_4[9];
assign y[20] = y2_4[0] & y2_4[5] & y2_4[9];
assign y[21] = y2_4[1] & y2_4[5] & y2_4[9];
assign y[22] = y2_4[2] & y2_4[5] & y2_4[9];
assign y[23] = y2_4[3] & y2_4[5] & y2_4[9];
assign y[24] = y2_4[0] & y2_4[6] & y2_4[9];
assign y[25] = y2_4[1] & y2_4[6] & y2_4[9];
assign y[26] = y2_4[2] & y2_4[6] & y2_4[9];
assign y[27] = y2_4[3] & y2_4[6] & y2_4[9];
assign y[28] = y2_4[0] & y2_4[7] & y2_4[9];
assign y[29] = y2_4[1] & y2_4[7] & y2_4[9];
assign y[30] = y2_4[2] & y2_4[7] & y2_4[9];
assign y[31] = y2_4[3] & y2_4[7] & y2_4[9];
assign y[32] = y2_4[0] & y2_4[4] & y2_4[10];
assign y[33] = y2_4[1] & y2_4[4] & y2_4[10];
assign y[34] = y2_4[2] & y2_4[4] & y2_4[10];
assign y[35] = y2_4[3] & y2_4[4] & y2_4[10];
assign y[36] = y2_4[0] & y2_4[5] & y2_4[10];
assign y[37] = y2_4[1] & y2_4[5] & y2_4[10];
assign y[38] = y2_4[2] & y2_4[5] & y2_4[10];
assign y[39] = y2_4[3] & y2_4[5] & y2_4[10];
assign y[40] = y2_4[0] & y2_4[6] & y2_4[10];
assign y[41] = y2_4[1] & y2_4[6] & y2_4[10];
assign y[42] = y2_4[2] & y2_4[6] & y2_4[10];
assign y[43] = y2_4[3] & y2_4[6] & y2_4[10];
assign y[44] = y2_4[0] & y2_4[7] & y2_4[10];
assign y[45] = y2_4[1] & y2_4[7] & y2_4[10];
assign y[46] = y2_4[2] & y2_4[7] & y2_4[10];
assign y[47] = y2_4[3] & y2_4[7] & y2_4[10];
assign y[48] = y2_4[0] & y2_4[4] & y2_4[11];
assign y[49] = y2_4[1] & y2_4[4] & y2_4[11];
assign y[50] = y2_4[2] & y2_4[4] & y2_4[11];
assign y[51] = y2_4[3] & y2_4[4] & y2_4[11];
assign y[52] = y2_4[0] & y2_4[5] & y2_4[11];
assign y[53] = y2_4[1] & y2_4[5] & y2_4[11];
assign y[54] = y2_4[2] & y2_4[5] & y2_4[11];
assign y[55] = y2_4[3] & y2_4[5] & y2_4[11];
assign y[56] = y2_4[0] & y2_4[6] & y2_4[11];
assign y[57] = y2_4[1] & y2_4[6] & y2_4[11];
assign y[58] = y2_4[2] & y2_4[6] & y2_4[11];
assign y[59] = y2_4[3] & y2_4[6] & y2_4[11];
assign y[60] = y2_4[0] & y2_4[7] & y2_4[11];
assign y[61] = y2_4[1] & y2_4[7] & y2_4[11];
assign y[62] = y2_4[2] & y2_4[7] & y2_4[11];
assign y[63] = y2_4[3] & y2_4[7] & y2_4[11];
endmodule
```

==> Changelog: implementation <==
## Flow update

* Most used cell along the critical path: buf_6
* Static leakage at ~0.8 nW
* Cell types with the largest area share after synthesis: nor2_1, buf_4, nand4bb_1, or4b_4, clkbuf_1
* Instance count along the most critical hold path at 4
* Max cap viols at 0
* Number of slew-limit violations in the final report at 0
* CP max stage cell: or4b_4
* Global routing met1 resource utilization at 0.112
* Post-Syn Area at 500 sq um
* Height of the chip at 80 microns
* Mux contribution to synthesized area at 0
* Die W at about 80 microns
* Post-synth area from yosys stat at 500 sq um
* Crit Path Class: in -> out
* Number of cell rows at 21
* Cell type contributing the most total cell area after synthesis: nor2_1
* Met3 Track Usage GR at 0.0261
* Number of diodes added for antenna fixing at 0
* Global-route congestion overflow total at 0
* Flip-flop and latch count at 0
* Wire length per cell after detailed routing at about 14 microns
* Failing checks: setup timing
* Dpl cell area at ~0.0011 sq mm
* Outcome: finished with violations
* Smallest setup slack after layout at -0.114 ns
* Post-synthesis to final-layout area growth at 198%
* Utilization of the core after routing at 0.437
* Largest net degree at the start of global routing at 9
* Tool warnings at 34
* Aggregate global-route resource usage at 0.0890
* Number of distinct library cell variants in the gate-level netlist after synthesis at 12
* Final Instance Area at 0.00149 sq mm
* Sequential cell area fraction in the yosys report at 0
* Largest stage delay on the critical path at between 0.5 and 0.6 ns
* Antenna violations before repair at 0
* Final TNS setup at -0.257 ns
* Number of remaining DRC errors at 0
* Area fraction in full adders, half adders and majority gates at 0
* Final HPWL from detailed placement at between 2000 and 2500 microns
* Floorplan core density at 0.147
* First DRT Iteration DRCs at 10
* Total number of vias at 856
* Tightest hold margin at 0.982 ns
* Capturing element type of the critical path: primary output
* Arrival @ worst endpoint at 1.39 ns
* Wire length reported by the detailed router at 3050 microns
* Post-Synth AOI/OAI Area at 0
* Fraction of the cycle the final worst path needs at 1.07
* Average cell area after synthesis at around 5.6 sq um
* Number of hold buffers added after cts at 0
* Number of cells produced by synthesis at 89
* Final setup violation count at 5
* Boundary pin count at 70
* Max-area cell share at 0.360
* Routability Congestion at about 0.74
* Global-route layer with the greatest usage: met2
* Met2 capacity usage during global routing at 0.155
* Post-DR vias/cell at 3.89
* Unrepaired setup endpoints after global routing: yes
* Sequential standard cell area at 0 sq um
* Ys cells at 89
* Data required time of the worst path at approximately 1.3 ns
* Most numerous logic cell after layout: nor2_1
* Largest combinational cell category by area: simple AND/OR/NAND/NOR gates
* Highest-count cells in the layout ignoring fill and taps: nor2_1, buf_6, buf_4, dlygate4sd2_1
* Clock buffer count in the final layout at 0
* Peak Freq at 0.583 GHz
* Shortest period the worst path allows at 1.71 ns
* Fraction of the mapped netlist area in simple logic gates at 0.685
* Sequence of cells on the critical path: buf_12 > or4b_4 > buf_6 > buf_6 > nor2_4 > buf_2
* Worst setup slack before clock tree synthesis at -0.769 ns
* Fraction of layout cells with a size suffix above 1 at 0.615
* Filler Cells Inserted at 352
* Power per standard cell area at 155 mW/mm^2
* Min-delay worst type: in -> out
* IR drop worst, VDD at 0.0890 mV
* Iteration count of the initial detailed-routing pass at 4
* Full die area at 0.00640 sq mm
* Nature of the critical path startpoint: primary input
* Antenna Nets Post-Route at 0
* Count of port buffers added during placement at 54
* Syn. warnings at 3
* Wire length of the first global-routing pass at 4580 microns
* Via count of the first global-routing pass at 873
* Area share of xor/xnor cells in the synthesized design at 0
* Floorplan core area at between 0.003 and 0.004 sq mm
* Peak fanout along the critical path at 7
* Final-report hold violation count at 0
==> repair_timing <==
action	4_1_cts	5_1_grt
cloned	1	0
pin swaps	39	28
resized	142	51
endpoints found under the setup margin	48	34
setup buffers	21	6
==> synthesized netlist by cell type <==
library cell	count
or4_4	1
or2_2	1
nand2_1	1
buf_4	16
nand4b_1	2
conb_1	1
clkbuf_1	5
or4b_4	4
nor2_1	48
nand2b_1	2
nand4bb_1	5
buf_2	3
==> cells by family after synthesis <==
group / count (synthesis)
buf+inv: 24
other cells: 1
simple gates: 64
==> critical path: cells and delay by family <==
| kind | cells | cell delay (ns) |
|---|---|---|
| AND/OR/NAND/NOR | 2 | 0.61 |
| buffers and inverters | 4 | 0.46 |
==> path summary, 6_finish.rpt <==
| kind | startpoint | to | slack (ns) |
|---|---|---|---|
| max | a[3] | y[21] | -0.11 |
| min | a[3] | y[33] | 0.98 |
==> per-layer routing <==
| metal | vias up | share of wire |
|---|---|---|
| li1 | 424 | - |
| met1 | 394 | 0.44 |
| met3 | 0 | 0.088 |
| met5 | - | 0 |
| met4 | 0 | 0 |
| met2 | 38 | 0.47 |
==> area by class of cell <==
cell class                 instances  area [sq um]  share of cell area
tap                               46          57.6              0.0386
multi-input combinational         80           597               0.400
timing repair buffer              94           838               0.562
==> power by group <==
| group | switching, mW | internal [mW] | total, mW | leakage (nW) |
|---|---|---|---|---|
| Combinational | 0.0957 | 0.135 | 0.231 | 0.812 |
| Sequential | 0 | 0 | 0 | 0 |
| Clock | 0 | 0 | 0 | 0 |
| Total | 0.0957 | 0.135 | 0.231 | 0.812 |
==> per-stage QoR <==
| step | std cells | total power [mW] |
|---|---|---|
| 2_1_floorplan | 104 | 0.0782 |
| 3_3_place_gp | 194 | 0.135 |
| 3_5_place_dp | 194 | 0.135 |
| 4_1_cts | 214 | 0.195 |
| 5_1_grt | 220 | 0.251 |
| 6_report | 220 | 0.231 |
No activity file was given, so power comes from the tool's default toggle rates.
